[design/flow/design.v]
module RMAPAuthentication #(
    ADDR_MIN        = 0       ,              
    ADDR_MAX        = 2048    ,              
    MAX_READ_LENGTH = (ADDR_MAX - ADDR_MIN)  
) (
    input               clk                 ,
    input               rst                 ,
    input        [ 7:0] configKey           ,  
    input        [ 7:0] logicalAddress      ,  
    input        [ 7:0] rmapLogicalAddress  ,
    input        [ 3:0] rmapCommand         ,
    input        [ 7:0] rmapKey             ,
    input        [ 7:0] rmapExtendedAddress ,
    input        [31:0] rmapAddress         ,
    input        [23:0] rmapDataLength      ,
    input               requestAuthorization,
    output logic        authorizeAck        ,
    output logic        rejectAck           ,
    output logic [ 7:0] replyStatus         ,
    output logic        addrInvalid         ,
    output logic        dataLengthInvalid
);
    logic       writeDataLenValid, rmwDataLenValid, readDataLenValid;
    logic       wrAddrValid, wrAddrValidNxt;
    logic       rdAddrValid, rdAddrValidNxt;
    logic       rdAddrOverflow, rdAddrOverflowNxt;
    logic [7:0] replyStatusNxt      ;
    logic       rejectNxt           ;
    logic       addrInvalidNxt      ;
    logic       dataLengthInvalidNxt;
    always_ff @(posedge clk or posedge rst) begin 
        if(rst) begin
            writeDataLenValid <= 0;
            rmwDataLenValid   <= 0;
            readDataLenValid  <= 0;
            wrAddrValid       <= 0;
            rdAddrValid       <= 0;
            rdAddrOverflow    <= 0;
        end
        else begin
            writeDataLenValid <= (rmapDataLength == 24'd4);
            rmwDataLenValid   <= (rmapDataLength == 24'd8);
            readDataLenValid  <= (rmapDataLength <= MAX_READ_LENGTH) && (~|rmapDataLength[1:0]);
            wrAddrValid       <= wrAddrValidNxt;
            rdAddrValid       <= rdAddrValidNxt;
            rdAddrOverflow    <= rdAddrOverflowNxt;
        end
    end 
    always_comb begin
        wrAddrValidNxt    = 0;
        rdAddrValidNxt    = 0;
        rdAddrOverflowNxt = 0;
        if(~|rmapExtendedAddress & ~|rmapAddress[1:0]) begin  
            if((rmapAddress >= ADDR_MIN) & (rmapAddress <= ADDR_MAX)) begin
                wrAddrValidNxt = 1;          
                rdAddrValidNxt = 1;
            end
            if ((rmapAddress + rmapDataLength) > ADDR_MAX) begin  
                rdAddrOverflowNxt = 1;
            end
        end 
    end  
    always_ff @(posedge clk)
        if(rst) begin
            replyStatus       <= 8'h00;
            authorizeAck      <= 0;
            rejectAck         <= 0;
            addrInvalid       <= 0;
            dataLengthInvalid <= 0;
        end
        else begin
            replyStatus       <= replyStatusNxt;
            authorizeAck      <= !rejectNxt    ;
            rejectAck         <=  rejectNxt    ;
            addrInvalid       <= addrInvalidNxt        & !(authorizeAck | rejectAck);
            dataLengthInvalid <= dataLengthInvalidNxt  & !(authorizeAck | rejectAck);
        end
    always_comb begin  
        replyStatusNxt       = 8'h00;
        rejectNxt            = 0;
        addrInvalidNxt       = 0;
        dataLengthInvalidNxt = 0;
        if(requestAuthorization) begin 
            if(rmapLogicalAddress != logicalAddress) begin
                replyStatusNxt = 8'd12; 
                rejectNxt      = 1;
            end else if((rmapCommand[3:1] == 3'd0) | (rmapCommand[3:2] == 2'b01) & ~&rmapCommand[1:0]) begin
                replyStatusNxt = 8'd2; 
                rejectNxt      = 1;
            end else if(configKey != rmapKey) begin
                replyStatusNxt = 8'd3; 
                rejectNxt      = 1;
            end else case(rmapCommand)
                4'b0010 :   begin  
                                addrInvalidNxt       = !rdAddrValid;
                                dataLengthInvalidNxt = !writeDataLenValid;
                                if(!rdAddrValid | !writeDataLenValid) begin
                                    replyStatusNxt = 8'h01; 
                                    rejectNxt      = 1;
                                end
                            end
                4'b0011 :   begin  
                                addrInvalidNxt       = !rdAddrValid;
                                dataLengthInvalidNxt = !readDataLenValid;
                                if(!rdAddrValid | !readDataLenValid | rdAddrOverflow) begin
                                    replyStatusNxt = 8'h01; 
                                    rejectNxt      = 1;
                                end
                            end
                4'b0111 :   begin  
                                addrInvalidNxt       = !wrAddrValid;
                                dataLengthInvalidNxt = !rmwDataLenValid;
                                if(!wrAddrValid | !rmwDataLenValid) begin
                                    replyStatusNxt = 8'h01; 
                                    rejectNxt      = 1;
                                end
                            end
                4'b1110 :   begin  
                                addrInvalidNxt       = !wrAddrValid;
                                dataLengthInvalidNxt = !writeDataLenValid;
                                if(!wrAddrValid | !writeDataLenValid) begin
                                    replyStatusNxt = 8'h01; 
                                    rejectNxt      = 1;
                                end
                            end
                default :   begin  
                                replyStatusNxt = 8'h0A; 
                                rejectNxt      = 1;
                            end
             endcase
        end  
    end  
endmodule
[design/flow/run.sh]
#!/bin/bash
# OpenROAD 26Q1-2900-gdf79404cd8, Yosys 0.63+post, stock flow scripts
make -C /OpenROAD-flow-scripts/flow DESIGN_CONFIG=/design/flow/config.mk WORK_HOME=/design/flow/orfs finish
[design/flow/config.mk]
export PLATFORM = sky130hd
export DESIGN_NAME = RMAPAuthentication
export DESIGN_NICKNAME = RMAPAuthentication
export VERILOG_FILES = /design/flow/design.v
export SDC_FILE = /design/flow/constraint.sdc
export NUM_CORES = 4
export LEC_CHECK = 1
export CORE_UTILIZATION = 40
[design/flow/constraint.sdc]
current_design RMAPAuthentication

set clk_period 2.2
set clk_io_pct 0.2

create_clock -name clk0 -period $clk_period [get_ports {clk}]

set non_clock_inputs [all_inputs -no_clocks]
set_input_delay [expr $clk_period * $clk_io_pct] -clock clk0 $non_clock_inputs
set_output_delay [expr $clk_period * $clk_io_pct] -clock clk0 [all_outputs]
==> flow_metrics.py <==
# Auto-generated metrics
metrics = {
    "run_status": {
        "status": "finished, violations left",
        "violations": "setup timing",
    },
    "floorplan": {
        "core_area_um2": 6310,
        "row_count": 29,
        "fp_util_pct": 41.3,
        "io_pins": 115,
        "die_x_um": 82.8,
        "fp.dieH_um": 82.8,
        "dieArea_um2": 6850,
    },
    "synthesis": {
        "top_area_share_pct": 11.5,
        "syn-cell-area_um2": 2610,
        "yosys_cells": 370,
        "ff_type": "dfxtp_1",
        "yosys_warnings": 1,
        "area_leaders": "ha_1 (12%), xnor2_1 (8.7%), a21oi_1 (8.2%)",
        "async_flop_share_pct": 38.5,
        "synthDistinctLibCells": 58,
        "synth_area_per_cell_um2": 7.05,
        "netlist_instances": 370,
        "largest_area_cell": "ha_1",
        "yosys_area_um2": 2610,
        "postSynthSeqShare_pct": 10.9,
        "ys_seq_elements": 13,
        "edf_count": 0,
    },
    "final_layout": {
        "fill_cells": 366,
        "final_cell_mix": "buf_4 (142), clkdlybuf4s50_1 (64), nor2_1 (32)",
        "final_cells": 693,
        "synthToLayoutAreaGrowth_pct": 104,
        "logic_area_um2": 2660,
        "lay_top_count": "buf_4",
        "drive_above_1_share_pct": 35.9,
        "seqCellArea_um2": 285,
    },
    "drt": {
        "met1_length_um": 5080,
        "met3_length_um": 962,
        "wl_per_cell_um": 15.9,
        "drc": 0,
        "routed_wl_um": 11000,
        "num_vias": 3823,
        "wl_met2_um": 4950,
        "via_per_inst": 5.52,
        "maxUsedRoutingLayer": "met4",
        "drt.antenna.violating_nets": 0,
        "drtPass1Iterations": 4,
        "dr.first_iter.drc_count": 144,
    },
    "clock_network": {
        "clock_latency_ns": 0.24,
        "cts_buffer_depth": 2,
        "cts_made_buffers": 3,
        "root_buffer": "clkbuf_8",
        "clkTransAtPathRegs_ns": 0.05,
        "clock_sinks": 13,
        "cts_tree": "built",
        "htree_levels": 1,
    },
    "timing": {
        "max_slew.worst_pin.slew_ns": 0.578,
        "fin_tns_setup_ns": -0.640,
        "period_used_pct": 129,
        "hold_viol": 0,
        "fin_crit_ns": 2.84,
        "slew_viol_final": 0,
        "timing.final.ws_setup_ns": -0.640,
        "fmax_ghz": 0.352,
        "finClkSkew_ns": 0.00301,
        "rsz0062_at_grt": "yes",
        "slew_headroom_pct": 60.5,
        "fin_hold_ws_ns": 0.471,
        "setup_viol": 1,
    },
    "power_and_ir_drop": {
        "peakVddDrop_mv": 0.295,
        "p_per_area_nw_per_um2": 307,
        "p_leak_nw": 2.35,
        "power_mw": 1.63,
    },
    "critical_path": {
        "cp.depth": 11,
        "cp_num_buf_inv": 1,
        "critPathMaxFanout": 3,
        "crit_arrival_ns": 2.95,
        "regToRegStartpoint": "writeDataLenValid",
        "cp-startpoint": "rmapAddress[1]",
        "cp_cell_sequence": "buf_8 -> ha_4 -> a211o_1 -> a221o_1 -> a22o_1 -> a41o_1 -> xnor2_2 -> o211ai_1 -> or4_4 -> nor4_4 -> a31oi_1",
        "r2r_setup_slack_ns": 0.72,
        "end_kind": "flop",
        "crit_type": "input pin to flop",
        "cp_slowest_stage_delay_ns": 0.54,
        "cpMaxStageDelayCell": "or4_4",
        "r2r-end": "replyStatus[0]",
        "cp_data_required_time_ns": 2.31,
        "reg2regPathDepth": 5,
        "crit_family": "AND-OR/OR-AND gates",
        "start_kind": "input pin",
    },
    "min_path": {
        "hold_path_class": "flop to flop",
        "hp-start": "wrAddrValid",
        "whs_path_depth": 1,
        "min_to": "addrInvalid",
    },
    "global_routing": {
        "grt_pass1_vias": 3444,
        "grt_usage_pct": 31.1,
        "grt_max_degree": 10,
        "gr-total-overflow": 0,
        "grt_pass1_wl_um": 15900,
        "antenna_found_initial": 1,
    },
    "job": {
        "openroad.warnings": 29,
        "drv_cap": 0,
    },
    "place": {
        "hpwl_um": 8500,
        "place.gp.congestion": 0.963,
        "io_buffers": 110,
        "placedCellCount": 668,
    },
}
## metal layers
layer,track usage (%),up-vias
met5,0,-
met3,6.58,4
li1,-,1903
met4,1.72,0
met2,48.8,121
met1,45.9,1795
## Yosys cell counts, types with 3 or more instances
| cell | n |
|---|---|
| nand4_1 | 12 |
| nor4_1 | 13 |
| o21ai_0 | 15 |
| a21boi_0 | 3 |
| a2111oi_0 | 5 |
| nand2b_1 | 4 |
| nand3_1 | 13 |
| dfxtp_1 | 8 |
| or3_1 | 3 |
| mux2i_1 | 5 |
| or4_1 | 4 |
| dfrtp_1 | 5 |
| a31oi_1 | 6 |
| nor3b_1 | 4 |
| inv_1 | 15 |
| clkbuf_1 | 14 |
| a311oi_1 | 3 |
| nor3_1 | 7 |
| nand3b_1 | 4 |
| xnor2_1 | 26 |
| nor2_1 | 33 |
| nor4b_1 | 3 |
| a211oi_1 | 5 |
| and2_1 | 3 |
| a21oi_1 | 43 |
| and3_1 | 6 |
| xor2_1 | 3 |
| nor2b_1 | 6 |
| o2111ai_1 | 4 |
| nand2_1 | 30 |
| buf_4 | 4 |
| o211ai_1 | 4 |
| ha_1 | 24 |
## area by class of cell
cell class,instances,area share [%]
Multi-Input combinational cell,327,49.9
Tap cell,77,1.81
Inverter,15,1.06
Clock buffer,4,0.845
Timing Repair Buffer,256,41.0
Sequential cell,13,5.35
Antenna cell,1,0.0469
## power by group
| group | internal (mW) | switching (mW) | total, mW | leakage [nW] |
|---|---|---|---|---|
| clock network | 0.128 | 0.0798 | 0.207 | 0.0228 |
| logic | 0.667 | 0.517 | 1.18 | 2.19 |
| registers | 0.241 | 0.00152 | 0.243 | 0.135 |
| total | 1.04 | 0.599 | 1.63 | 2.35 |
## timing repair
item / 4_1_cts / 5_1_grt
hold buffers: 0 / 0
setup endpoints to repair: 1 / 1
setup buffers: 16 / 4
resized: 110 / 44
pin swaps: 38 / 28
## per-stage QoR
step | setup WS, ns | utilization [%] | area, um2
2_1_floorplan | -0.658 | - | 2630
3_3_place_gp | -1.25 | 74.3 | 4690
3_5_place_dp | -1.30 | 74.3 | 4690
4_1_cts | -0.738 | 81.5 | 5150
5_1_grt | -0.773 | 84.4 | 5330
6_report | -0.640 | 84.4 | 5330
## registers in the layout, indices dropped and copies added, names as in the netlist
signal             count
rejectAck              1
replyStatus            4
writeDataLenValid      1
readDataLenValid       1
rdAddrOverflow         1
authorizeAck           1
wrAddrValid            1
dataLengthInvalid      1
addrInvalid            1
rmwDataLenValid        1
## logic make-up after synthesis
kind of cell               after synthesis  share of synthesized area (%)
other                                    1                          0.144
and+or+nand+nor                        153                           31.6
adders and majority gates               25                           12.3
muxes                                    6                           2.35
xor gates and xnor gates                30                           10.4
AOI/OAI and AO/OA                      109                           27.0
DFF                                     13                           10.9
buffers and inverters                   33                           5.32
## worst reg2reg max path: stages, from the launching register on
cell and delay (ns):
dfrtp_1 0.36, nor2_1 0.09, nand3_1 0.13, a2111oi_0 0.42, o21ai_0 0.17, a211oi_1 0.23
## worst max-delay path by stage
stage,to,slack (ns)
finish,rdAddrOverflow,-0.64
global route,rdAddrOverflow,-0.77
CTS,rdAddrOverflow,-0.74
Power is estimated from default activity; no workload was simulated.
